## run.sh

```bash
#!/bin/bash
# OpenROAD 26Q1-2900-gdf79404cd8, Yosys 0.63+post, stock flow scripts
make -C /OpenROAD-flow-scripts/flow DESIGN_CONFIG=/design/flow/config.mk WORK_HOME=/design/flow/orfs finish
```

## design.v

```verilog
module in_ram (
	clk,
	wen,
	waddr,
	raddr,
	wdat,
	rdat
);
	parameter DWIDTH=160;
	parameter AWIDTH=6;
	parameter WORDS=64;
	input  clk,wen;
	input  [AWIDTH-1:0] waddr,raddr;
	input  [DWIDTH-1:0] wdat;
	output [DWIDTH-1:0] rdat;
	reg    [DWIDTH-1:0] rdat;
	reg    [DWIDTH-1:0] mem [WORDS-1:0];
	always @(posedge clk)
	begin
		if(wen) mem[waddr] <= wdat;
	end
	always @(posedge clk)
	begin
		rdat <= mem[raddr];
	end
endmodule
```

## constraint.sdc

```tcl
current_design in_ram

set clk_period 38.0
set clk_io_pct 0.2

create_clock -name clk0 -period $clk_period [get_ports {clk}]

set non_clock_inputs [all_inputs -no_clocks]
set_input_delay [expr $clk_period * $clk_io_pct] -clock clk0 $non_clock_inputs
set_output_delay [expr $clk_period * $clk_io_pct] -clock clk0 [all_outputs]
```

## config.mk

```make
export PLATFORM = sky130hd
export DESIGN_NAME = in_ram
export DESIGN_NICKNAME = in_ram
export VERILOG_FILES = /design/flow/design.v
export SDC_FILE = /design/flow/constraint.sdc
export NUM_CORES = 4
export LEC_CHECK = 1
export CORE_UTILIZATION = 50
export SYNTH_MEMORY_MAX_BITS = 65536
```

==> results.py <==
# Synthesis and PnR figures
metrics = {
    "layout": {
        "mostFrequentLayoutCell": "edfxtp_1",
        "drive_above_1_share_pct": 21.1,
        "lay_top_cells": "edfxtp_1, mux2i_1, mux4_2",
        "area_delta_synth_final_pct": 13.5,
        "fill_cells": 55992,
    },
    "grt": {
        "grt_pass1_vias": 207690,
        "grt_antenna_before_repair": 83,
        "grt_overflow": 0,
        "grt_max_degree": 89,
        "track_usage_pct": 31.4,
        "grt_pass1_wl_um": 1540000,
    },
    "logic_synthesis": {
        "synth_seq_share_pct": 79.4,
        "ys_cells": 18088,
        "synth_area_per_cell_um2": 21.6,
        "synth_area_um2": 391000,
        "synth_flops": 10400,
        "synth_cell_types": 39,
        "yosys.stat.chipArea_um2": 391000,
        "yosys_warnings": 1,
        "syn_inst": 18088,
    },
    "pwr": {
        "p_total_w": 0.0240,
        "p_leak_nw": 143,
        "power.density_nw_per_um2": 54.1,
        "ir_drop_mv": 0.0509,
    },
    "clocking": {
        "ctsLongestPathBuffers": 5,
        "clkLatencyLatePin_ps": 1230,
        "post_cts_resize_count": 0,
        "clkSinkCount": 10400,
        "tritoncts": "done",
        "clock-root-buffer": "clkbuf_16",
        "cts-htree-levels": 7,
        "hold_buffers": 0,
        "postCtsSetupRepairBufs": 0,
        "clkTransAtPathRegs_ps": 60,
        "cts_buffers": 1129,
    },
    "floorplan": {
        "die-area_um2": 786000,
        "coreArea_um2": 779000,
        "rows": 324,
        "die_w_um": 887,
        "fp_util_pct": 50.2,
        "io_pins": 334,
        "die_h_um": 887,
    },
    "min_path": {
        "holdPathStages": 5,
        "hp-class": "reg -> reg",
    },
    "worst_setup_path": {
        "arrival_ps": 13860,
        "endpoint_kind": "flop",
        "required_ps": 39100,
        "path_class": "in -> reg",
        "worstPathMaxFanout": 51,
        "start_kind": "primary input",
        "r2r_cells": 5,
    },
    "run": {
        "maxCapViolations": 0,
        "tool_warnings": 26,
    },
    "sta": {
        "drv_slew": 0,
        "max_freq_mhz": 78.3,
        "rsz0062_at_grt": "false",
        "fin_tns_setup_ps": 0,
        "setup_viol": 0,
        "hold_viol": 0,
        "timing.hold.ws_ps": 778,
        "fin_crit_sh_pct": 33.6,
        "skew_ps": 85.5,
        "tightest_slew_ps": 1320,
        "slew_headroom_pct": 11.8,
        "period_needed_ps": 12760,
    },
    "route": {
        "drtIter0Drc": 13503,
        "first_pass_iters": 5,
        "drt-vias-per-instance": 6.26,
        "routedWlPerCell_um": 35.4,
        "wl_um": 1090000,
        "wl_met3_um": 215000,
        "drc": 0,
        "wl_met2_um": 497000,
        "wl_met1_um": 332000,
        "vias": 192339,
        "top_layer_used": "met5",
        "ant_nets": 0,
    },
    "placement": {
        "io_buffers": 333,
        "gp_congestion": 0.842,
        "dp_hpwl_um": 619000,
    },
    "status": {
        "status": "complete, no violations",
    },
}
==> registers in the layout, indices dropped and copies added, names as in the netlist <==
| register | count |
|---|---|
| mem | 10240 |
| rdat | 160 |
==> kinds of logic (layout without fill, tap and decap cells) <==
kind of cell           count (synthesis)  in the layout  share of synthesized area (%)
AND-OR/OR-AND                       2169           2169                           4.00
multiplexers                        3538           3538                           14.1
buffers and inverters               1051           3230                           1.37
AND/OR/NAND/NOR                      930            930                           1.12
other                                  0             47                              0
flip-flops                         10400          10400                           79.4
==> worst max-delay path, cell delays in order <==
cell	delay, ps
buf_16	290
buf_4	280
buf_4	480
buf_4	540
buf_4	490
buf_4	660
buf_4	560
buf_4	670
buf_4	680
mux4_2	580
a211oi_1	330
nand2_1	130
and3_1	230
==> area by class of cell <==
type / count / area (µm²) / share of cell area (%)
Timing Repair Buffer: 1307 / 10500 / 2.36
Multi-Input combinational cell: 6637 / 76000 / 17.1
Antenna cell: 47 / 118 / 0.0265
Clock buffer: 1473 / 30400 / 6.85
Tap cell: 10432 / 13100 / 2.94
Clock inverter: 450 / 3400 / 0.765
Sequential cell: 10400 / 311000 / 69.9
==> layer usage <==
metal / GRT usage [%] / vias to the layer above
met5: 2.22 / -
met3: 26.4 / 2272
li1: - / 79252
met4: 8.94 / 94
met2: 42.9 / 14392
met1: 40.1 / 96329
==> Yosys cell counts (all sizes together) <==
master       n  area, µm²
o21ai       68        340
nor2b       12       75.1
mux2i     1888      18900
nand3b       6       45.0
nor4bb       1       10.0
nand2      332       1250
mux2        68        766
nand2b       5       31.3
nand4        2       12.5
and2         6       37.5
nor3         2       10.0
o32ai       21        184
and3       161       1010
buf        678       3960
or2          1       6.26
or3          2       12.5
dfxtp      160       3200
or3b         3       26.3
a211oi     320       2400
mux4      1582      35600
nand4bb      1       11.3
nor4b        3       53.8
nand4b       1       8.76
a22oi      981       7360
edfxtp   10240     307000
a211o       68        596
nand3      255       1280
o211ai     252       1890
clkbuf     373       1420
nor2       136        513
o22ai      459       2870
nor4         1       12.5
==> stage by stage <==
step	worst slack [ps]	util [%]	std cells	area, µm²
detailed placement	23870	52.7	28776	410000
finish	25240	57.0	30746	444000
CTS	25180	57.0	30699	444000
global route	24820	57.0	30728	444000
global placement	23920	52.7	28776	410000
floorplan	18240	-	18088	391000
==> worst paths after layout <==
check                   start        end  slack, ps
hold / removal    mem[16][86]   rdat[86]        780
hold reg to reg   mem[16][86]   rdat[86]        780
setup / recovery     raddr[0]  rdat[123]      25240
setup reg to reg   mem[4][12]   rdat[12]      35600
==> power by group <==
| part | internal, W | switching [W] | leakage (nW) |
|---|---|---|---|
| Combinational | 0.000389 | 0.000689 | 33.4 |
| Clock | 0.00596 | 0.00426 | 16.6 |
| Sequential | 0.0127 | 0.0000486 | 93.5 |
Power figures rest on the tool's default switching activity, not on a simulated workload.
