--- design/flow/config.mk ---
export PLATFORM = sky130hd
export DESIGN_NAME = LED_Chika
export DESIGN_NICKNAME = LED_Chika
export VERILOG_FILES = /design/flow/design.v
export SDC_FILE = /design/flow/constraint.sdc
export NUM_CORES = 4
export LEC_CHECK = 1
export CORE_AREA = 10 10 111 111
export DIE_AREA = 0 0 121 121
--- design/flow/constraint.sdc ---
current_design LED_Chika

set clk_period 3.7
set clk_io_pct 0.2

create_clock -name clk0 -period $clk_period [get_ports {clk}]

set non_clock_inputs [all_inputs -no_clocks]
set_input_delay [expr $clk_period * $clk_io_pct] -clock clk0 $non_clock_inputs
set_output_delay [expr $clk_period * $clk_io_pct] -clock clk0 [all_outputs]
--- design/flow/design.v ---
module LED_Chika(
	input clk,
	input rst,
	output led
);
	reg [27:0] led_reg ;
	always @ (posedge clk) begin
		if(~rst) begin
			led_reg[27:0] <= #1 28'd0;
		end else begin
			led_reg[27:0] <= led_reg[27:0] + 28'd1 ;
		end
	end
	assign led = led_reg[27] ;
endmodule
--- design/flow/run.sh ---
#!/bin/bash
# OpenROAD 26Q1-2900-gdf79404cd8, Yosys 0.63+post, stock flow scripts
make -C /OpenROAD-flow-scripts/flow DESIGN_CONFIG=/design/flow/config.mk WORK_HOME=/design/flow/orfs finish
==> run summary <==
The synthesis and place-and-route flow finished, so here is a summary.

The run finished with clean final reports. The average footprint of a synthesized cell is 8.76 um^2. The cell area after synthesis is 1270 um^2.

The cell sitting at the root of the clock tree is a sky130_fd_sc_hd__clkbuf_8. The number of flip-flops under the largest register name came out at 28. Per the summary, power density relative to cell area is 328 nW/um^2. The sequential cell area fraction in the yosys report is 44.1%. The critical path endpoint has a required time of 3.89 ns. TritonCTS built the clock tree. The tally of max-capacitance violations is 0.

The pin count of the biggest net entering global routing came out at 28. Per STA, the worst path is made up of nand4_2, or4_1, or4_1, a21oi_1. The fraction of registers with async set/reset is 0%. Once the floorplan was initialized, standard cells occupied 12.9% of the core. The most common logic cells in the final layout are 28 x sky130_fd_sc_hd__dfxtp_1, 15 x sky130_fd_sc_hd__a21oi_1, 12 x sky130_fd_sc_hd__or4_1, 12 x sky130_fd_sc_hd__nor2_1, 11 x sky130_fd_sc_hd__o31ai_1.

The final report gives the core utilization as 14.8%. The finished layout holds 275 standard cells, fillers aside. The clock arrives with 0.0104 ns of skew. The region available for standard cell placement spans 9860 um^2. The slew at the pin closest to its max-slew limit came out at 0.763 ns. The fraction of final layout cells sized beyond drive strength 1 came out at 4.93%.

The start-to-end type of the worst setup path is flop to flop. The most frequent cell on the critical path is sky130_fd_sc_hd__or4_1. Across all hold checks on the routed design, the worst slack comes to 0.476 ns. Setup repair after global routing left no endpoint under its margin. In the log, the iteration count for the first detailed-route pass is 4. The dominant synthesized flop cell is sky130_fd_sc_hd__dfxtp_1.

The routed via count is 1000. The level count of the clock H-tree came out at 1. The tool warning count is 25.

The chip area in the Yosys report came out at 1270 um^2. The global-route wire length before repair came out at 3920 um. The later pin in the worst-skew pair is clocked with a latency of 0.27 ns.

The data arrival time of the critical path came out at 2.39 ns. Summed over all cells, the static leakage comes to 0.381 nW. The multi-input logic area came out at 656 um^2. In this design, the largest share of critical-path delay is due to simple AND/OR/NAND/NOR gates. The final-report max-slew violation count came out at 0. According to the floorplan report, the die width is 121 um.

The die boundary height is 121 um. The worst vdd rail ir drop came out at 0.000143 V. STA classifies the critical path startpoint as a flop. The cell count along the critical path came out at 4. The final-layout setup total negative slack came out at 0 ns. The kind of end point of the critical path is a flop. The CTS sink count came out at 28. The number of standard cells reported by yosys is 145. The class of the worst hold path is flop to flop. The design draws 0.478 mW. The last weighted congestion value of the routability-driven placer is 0.775.

The total routing resource utilization after global routing is 3.10%. The placed cell count is 272. The number of antenna violations at the first check in global routing is 0. The most common library cell in the layout ignoring fill and taps is sky130_fd_sc_hd__dfxtp_1. The detailed placer's ending HPWL came out at 1430 um. The largest fanout on the critical path is 17. Between the synthesized netlist and the finished layout, the area growth was recorded as 14.9%. The remaining global-route overflow came out at 0. The number of cells traversed by the worst register-to-register path is 4. The clock-pin slew on the worst setup and hold paths is 0.09 ns. The number of global-route vias before repair was 894.

The remaining antenna violation count came out at 0. The part of the cycle the worst path needs came out at 59.4%. The final-report setup violation count is 0. The number of inserted filler cells in the final layout came out at 1111. The post-CTS repair timing setup buffer count came out at 0. Input and output buffers added on the ports amount to 2.

The count of boundary I/O pins is 3. The worst setup margin came out at 1.50 ns. The count of inserted antenna diode cells is 0. The placed instances occupy a cell area of 1420 um^2.

The number of design-rule violations left by the first detailed-router iteration came out at 72. The chip occupies 14600 um^2. The worst setup timing slack at the placement stage is 1.41 ns.

The post-synthesis sequential element count came out at 28. The count of cells resized by post-cts repair came out at 0. The count of warnings emitted by yosys is 1. The number of enable flip-flop cells came out at 0. According to the floorplan log, the row count is 36. The cell count of the worst hold path came out at 1. The number of distinct library cells after synthesis is 29. Clock tree synthesis inserted a total of 3 buffers.

The minimum clock period came out at 2.20 ns. The number of buffers and inverters on the critical path is 0. Per the STA report, the cell with the highest stage delay on the worst path is sky130_fd_sc_hd__or4_1. The worst register-to-register path has a setup slack of 1.50 ns. TritonRoute reported its final design rule violation total as 0. The area of all placed cells without fillers came out at 1460 um^2. The number of buffers inserted for hold repair after clock tree synthesis came out at 0. The highest clock rate this design can be run at is 455 MHz.

Endpoints failing hold in the final report were tallied at 0. The relative max-transition margin is 49.0%. The via density per instance is 3.64. TritonRoute output was used to compute an average wire per cell of 8.05 um. The largest single stage delay on the critical path is 0.77 ns. Per the detailed-route log, wirelength across all metal layers totals 2220 um.

The maximum clock insertion buffer count came out at 2. The instance tally after logic synthesis is 145. Per the layout area report, the register area comes to 561 um^2.
[cell type report]
type                       instances  area share [%]
multi-input combinational        105            44.9
sequential                        28            38.4
tap                              133            11.4
clock buffer                       3            2.83
timing repair buffer               2            1.37
inverter                           4            1.03
[worst paths after layout]
kind,endpoint,start
worst max-delay path,led_reg[19],led_reg[5]
worst min-delay path,led_reg[0],led_reg[0]
worst max register to register,led_reg[19],led_reg[5]
worst min register to register,led_reg[0],led_reg[0]
[kinds of logic after synthesis]
family	after synthesis	share of synthesized area, %
AOI/OAI and AO/OA	30	14.0
xor gates and xnor gates	11	7.59
adders and majority gates	1	0.985
buffers and inverters	12	4.24
DFF	28	44.1
and+or+nand+nor	63	29.1
[where the power goes]
| part | total (mW) | switching [mW] | internal (mW) | leakage, nW |
|---|---|---|---|---|
| Combinational | 0.0107 | 0.00710 | 0.00361 | 0.133 |
| Clock | 0.160 | 0.0874 | 0.0730 | 0.0216 |
| Sequential | 0.307 | 0.00288 | 0.304 | 0.226 |
| Total | 0.478 | 0.0974 | 0.380 | 0.381 |
[Yosys cell counts, types with 4 or more instances]
library cell,n,area [um^2]
sky130_fd_sc_hd__or3_1,4,25.0
sky130_fd_sc_hd__xor2_1,4,35.0
sky130_fd_sc_hd__o21ai_0,4,20.0
sky130_fd_sc_hd__clkbuf_1,5,18.8
sky130_fd_sc_hd__nor2_1,12,45.0
sky130_fd_sc_hd__a21oi_1,15,75.1
sky130_fd_sc_hd__o31ai_1,11,82.6
sky130_fd_sc_hd__nand3_1,6,30.0
sky130_fd_sc_hd__nand2_1,9,33.8
sky130_fd_sc_hd__dfxtp_1,28,561
sky130_fd_sc_hd__nand4_1,6,37.5
sky130_fd_sc_hd__or4_1,12,90.1
sky130_fd_sc_hd__xnor2_1,7,61.3
[metal layers]
layer	global-route usage, %	part of all wire (%)	vias up
li1	-	-	535
met1	4.52	55	455
met2	4.56	40	8
met3	0.945	3.5	2
met4	0.226	0.59	0
met5	0	0	-
Power figures rest on the tool's default switching activity, not on a simulated workload.
